==> flow/design.v <==
module soft_i2c_slave_ahb #(
    parameter DEVICE_ADDR = 7'h66
) (
    input wire clk_i,   
    input wire rst_ni,  
    input wire scl_i,   
    input wire sda_i,   
    output reg sda_oe_o,   
    output reg sda_o,   
    output reg       rw_flag_o,   
    output reg       wr_vld_o,    
    output reg [7:0] wr_data_o,   
    output reg       rd_vld_o,    
    output reg [7:0] rd_data_o,   
    output reg [31:0] ahb_waddr_o,
    output reg [31:0] ahb_raddr_o,
    output reg        r_valid_o,
    output reg        w_valid_o,
    output reg [31:0] ahb_wdata_o,
    input      [31:0] ahb_rdata_i
);
    localparam WR_CTRL_WORD = {DEVICE_ADDR, 1'b0}, RD_CTRL_WORD = {DEVICE_ADDR, 1'b1};
    localparam IDLE = 7'b000_0001,   
    START = 7'b000_0010,   
    JUG_RW = 7'b000_0100,   
    RW_ADDR = 7'b000_1000,   
    WR_DAT = 7'b001_0000,   
    RD_DAT = 7'b010_0000,   
    STOP = 7'b100_0000;   
    reg [7:0] state_c, state_n;   
    reg [10:0] cnt_sclk;   
    reg [10:0] cnt_sdai_h;   
    reg bit_buf;   
    reg	[2:0]	samp_flag		;  
    reg [3:0] cnt_bit;   
    reg [7:0] cnt_byte;   
    reg [3:0] RW_Addr;   
    reg [7:0] data_buf;   
    reg [7:0] mem[15:0];   
    reg [1:0] r_scl, r_sda;   
    wire scl_neg, scl_pos;   
    wire sda_neg, sda_pos;   
    wire idle2start;
    wire start2jug_rw;
    wire jug_rw2rw_addr;
    wire jug_rw2rd_dat;
    wire jug_rw2idle;
    wire rw_addr2wr_dat;
    wire wr_dat2start;
    wire wr_dat2stop;
    wire rd_dat2stop;
    wire stop2idle;
    reg [31:0] ahb_rdata_i_prev;
    reg [3:0] RW_Addr_prev;   
    always @(negedge clk_i or negedge rst_ni) begin
        if (!rst_ni) begin
            ahb_waddr_o <= 32'h0;
            ahb_raddr_o <= 32'h0;
            r_valid_o   <= 1'b0;
            w_valid_o   <= 1'b0;
            ahb_wdata_o <= 32'h0;
        end else begin
            if (RW_Addr_prev == 4'h7 && RW_Addr == 4'h8) begin
                w_valid_o   <= 1'b1;
                ahb_waddr_o <= {mem[0], mem[1], mem[2], mem[3]};
                ahb_wdata_o <= {mem[4], mem[5], mem[6], mem[7]};
            end else if (RW_Addr == 4'hc && !(ahb_rdata_i == ahb_rdata_i_prev)) begin
                {mem[15], mem[14], mem[13], mem[12]} <= ahb_rdata_i;
            end else if (RW_Addr_prev == 4'hb && RW_Addr == 4'hc) begin
                r_valid_o   <= 1'b1;
                ahb_raddr_o <= {mem[8], mem[9], mem[10], mem[11]};
            end else begin
                ahb_rdata_i_prev <= ahb_rdata_i;
                RW_Addr_prev <= RW_Addr;
                w_valid_o <= 1'b0;
                r_valid_o <= 1'b0;
            end
        end
    end
    always @(posedge clk_i or negedge rst_ni) begin
        if (!rst_ni) begin
            r_scl <= 2'b0;
            r_sda <= 2'b0;
        end else begin
            r_scl <= {r_scl[0], scl_i};
            r_sda <= {r_sda[0], sda_i};
        end
    end   
    assign scl_neg = r_scl == 2'b10;
    assign scl_pos = r_scl == 2'b01;
    assign sda_neg = r_sda == 2'b10;
    assign sda_pos = r_sda == 2'b01;
    always @(posedge clk_i or negedge rst_ni) begin
        if (!rst_ni) begin
            state_c <= IDLE;
        end else begin
            state_c <= state_n;
        end
    end
    always @(*) begin
        case (state_c)
            IDLE: begin
                if (idle2start) begin
                    state_n = START;
                end else begin
                    state_n = IDLE;
                end
            end
            START: begin
                if (start2jug_rw) begin   
                    state_n = JUG_RW;
                end else begin
                    state_n = START;
                end
            end
            JUG_RW: begin
                if (jug_rw2rw_addr) begin
                    state_n = RW_ADDR;
                end else if (jug_rw2rd_dat) begin
                    state_n = RD_DAT;
                end else if (jug_rw2idle) begin   
                    state_n = IDLE;
                end else begin
                    state_n = JUG_RW;
                end
            end
            RW_ADDR: begin
                if (rw_addr2wr_dat) begin
                    state_n = WR_DAT;
                end else begin
                    state_n = RW_ADDR;
                end
            end
            WR_DAT: begin
                if (wr_dat2start) begin   
                    state_n = START;
                end else if (wr_dat2stop) begin
                    state_n = STOP;
                end else begin
                    state_n = WR_DAT;
                end
            end
            RD_DAT: begin
                if (rd_dat2stop) begin
                    state_n = STOP;
                end else begin
                    state_n = RD_DAT;
                end
            end
            STOP: begin
                if (stop2idle) begin
                    state_n = IDLE;
                end else begin
                    state_n = STOP;
                end
            end
            default: begin
                state_n = IDLE;
            end
        endcase
    end
    assign idle2start = state_c == IDLE && (sda_neg && scl_i);  
    assign start2jug_rw = state_c == START && (scl_pos);   
    assign jug_rw2rw_addr = state_c == JUG_RW && (cnt_bit == 4'd8 && samp_flag == 3'd1 && data_buf == WR_CTRL_WORD);
    assign jug_rw2rd_dat = state_c == JUG_RW && (cnt_bit == 4'd8 && samp_flag == 3'd1 && data_buf == RD_CTRL_WORD);
    assign jug_rw2idle = state_c == JUG_RW && (cnt_bit == 4'd8 && samp_flag == 3'd1 && data_buf != WR_CTRL_WORD && data_buf != RD_CTRL_WORD);
    assign rw_addr2wr_dat = state_c == RW_ADDR && (cnt_bit == 4'd8 && scl_neg);
    assign wr_dat2start = state_c == WR_DAT && (scl_i && sda_neg);  
    assign wr_dat2stop = state_c == WR_DAT && (scl_i && sda_pos);
    assign rd_dat2stop = state_c == RD_DAT && (cnt_bit == 4'd8 && scl_i && sda_i);   
    assign stop2idle = state_c == STOP && (scl_i && sda_i && cnt_sclk >= 11'd50);   
    always @(posedge clk_i or negedge rst_ni) begin
        if (!rst_ni) begin
            rw_flag_o <= 1'b0;
        end else if (state_c == RD_DAT) begin
            rw_flag_o <= 1'b1;
        end else begin
            rw_flag_o <= 1'b0;
        end
    end   
    always @(posedge clk_i or negedge rst_ni) begin
        if (!rst_ni) begin
            cnt_sclk   <= 'd0;
            cnt_sdai_h <= 'd0;
        end else if (state_c == IDLE || state_c == START) begin
            cnt_sclk   <= 'd0;
            cnt_sdai_h <= 'd0;
        end  
    else if (state_c == JUG_RW || state_c == RW_ADDR 
           || state_c == WR_DAT  ) begin
            if (scl_pos) begin   
                cnt_sclk   <= 'd0;
                cnt_sdai_h <= 'd0;
            end else if (scl_i) begin   
                cnt_sclk <= cnt_sclk + 11'd1;
                if (sda_i) begin
                    cnt_sdai_h <= cnt_sdai_h + 11'd1;
                end
            end else begin
                cnt_sclk   <= cnt_sclk;
                cnt_sdai_h <= cnt_sdai_h;
            end
        end else if (state_c == STOP) begin
            cnt_sclk <= cnt_sclk + 11'd1;
        end else begin
            cnt_sclk <= 'd0;
        end
    end   
    always @(posedge clk_i or negedge rst_ni) begin
        if (!rst_ni) begin
            samp_flag <= 3'd0;
        end else if (scl_pos) begin
            samp_flag <= 3'd0;
        end else if (samp_flag == 3'd7) begin
            samp_flag <= 3'd7;
        end else if (cnt_sclk != 0 && ~scl_i) begin
            samp_flag <= samp_flag + 3'd1;
        end else begin
            samp_flag <= samp_flag;
        end
    end   
    always @(posedge clk_i or negedge rst_ni) begin
        if (!rst_ni) begin
            cnt_bit <= 4'd0;
        end else if (state_c == IDLE || state_c == START || state_c == STOP) begin
            cnt_bit <= 4'd0;
        end else if (state_c != IDLE && state_c != START && state_c != STOP) begin
            if (cnt_bit == 4'd8 && scl_neg) begin
                cnt_bit <= 4'd0;
            end else if (scl_neg) begin
                cnt_bit <= cnt_bit + 4'd1;
            end
        end else begin
            cnt_bit <= cnt_bit;
        end
    end   
    always @(posedge clk_i or negedge rst_ni) begin
        if (!rst_ni) begin
            cnt_byte <= 5'd0;
        end else if (state_c == IDLE || state_c == START || state_c == STOP) begin
            cnt_byte <= 5'd0;
        end else if ((state_c == WR_DAT || state_c == RD_DAT) && (cnt_bit == 4'd8 && scl_neg)) begin
            cnt_byte <= cnt_byte + 5'd1;
        end else begin
            cnt_byte <= cnt_byte;
        end
    end   
    always @(posedge clk_i or negedge rst_ni) begin
        if (!rst_ni) begin
            sda_o <= 1'b0;
            sda_oe_o <= 1'b0;
            wr_vld_o <= 1'b0;
            wr_data_o <= 8'd0;
            rd_vld_o <= 1'b0;
            rd_data_o <= 8'd0;
            data_buf <= 8'd0;
            RW_Addr <= 4'd0;
            bit_buf <= 1'b0;
        end else begin
            case (state_c)
                IDLE: begin
                    sda_o <= 1'b0;
                    sda_oe_o <= 1'b0;
                    wr_vld_o <= 1'b0;
                    wr_data_o <= 8'd0;
                    rd_vld_o <= 1'b0;
                    data_buf <= 8'd0;
                    bit_buf <= 1'b0;
                end
                JUG_RW: begin
                    if (cnt_bit == 4'd7 && scl_neg) begin
                        sda_o <= 1'b0;
                        sda_oe_o <= 1'b1;   
                    end else if (cnt_bit == 4'd8 && scl_neg) begin
                        if (data_buf == RD_CTRL_WORD) begin
                            sda_o <= 1'b0;
                            sda_oe_o <= 1'b1;   
                        end else begin
                            sda_o <= 1'b0;
                            sda_oe_o <= 1'b0;   
                        end
                    end else if (cnt_bit <= 4'd8) begin   
                        if (cnt_sdai_h != cnt_sclk) begin
                            bit_buf <= 1'b0;
                        end else begin
                            bit_buf <= 1'b1;
                        end
                    end
                    if (scl_neg && cnt_bit < 4'd8) begin
                        data_buf <= {data_buf[6:0], bit_buf};
                    end else begin
                        data_buf <= data_buf;
                    end
                end
                RW_ADDR: begin
                    if (cnt_bit == 4'd7 && scl_neg) begin
                        sda_oe_o <= 1'b1;   
                        sda_o <= 1'b0;
                    end else if (cnt_bit == 4'd8 && scl_neg) begin
                        sda_oe_o <= 1'b0;   
                        sda_o <= 1'b0;
                        RW_Addr <= data_buf[3:0];   
                    end else if (cnt_bit <= 4'd8) begin   
                        if (cnt_sdai_h == cnt_sclk) begin
                            bit_buf <= 1'b1;
                        end else begin
                            bit_buf <= 1'b0;
                        end
                    end
                    if (scl_neg && cnt_bit < 4'd8) begin
                        data_buf <= {data_buf[6:0], bit_buf};
                    end else begin
                        data_buf <= data_buf;
                    end
                end
                WR_DAT: begin
                    if (cnt_bit == 4'd7 && scl_neg) begin
                        sda_oe_o <= 1'b1;   
                        sda_o <= 1'b0;
                    end else if (cnt_bit == 4'd8 && scl_neg) begin
                        sda_oe_o <= 1'b0;   
                        sda_o <= 1'b0;
                        RW_Addr <= RW_Addr + 4'd1;   
                        wr_vld_o <= 1'b1;
                        mem[RW_Addr] <= data_buf;   
                        wr_data_o <= data_buf;
                    end else if (cnt_bit <= 4'd8) begin   
                        if (cnt_sdai_h == cnt_sclk) begin
                            bit_buf <= 1'b1;
                        end else begin
                            bit_buf <= 1'b0;
                        end
                    end
                    if (scl_neg && cnt_bit < 4'd8) begin
                        data_buf <= {data_buf[6:0], bit_buf};
                    end else begin
                        wr_vld_o <= 1'b0;
                        data_buf <= data_buf;
                    end
                end
                RD_DAT: begin
                    data_buf  <= mem[RW_Addr];
                    rd_data_o <= data_buf;   
                    if (cnt_bit == 4'd7 && scl_neg) begin
                        sda_oe_o <= 1'b0;   
                        sda_o <= 1'b0;
                    end else if (cnt_bit == 4'd8 && scl_neg) begin
                        sda_oe_o <= 1'b1;   
                        RW_Addr  <= RW_Addr + 4'd1;   
                        cnt_byte <= cnt_byte + 5'd1;
                        rd_vld_o <= 1'b1;
                    end else if (~scl_i && cnt_bit < 4'd8) begin   
                        sda_oe_o <= 1'b1;
                        sda_o <= data_buf[7-cnt_bit];
                    end else begin
                        rd_vld_o <= 1'b0;
                    end
                end
                default: ;
            endcase
        end
    end   
endmodule
==> flow/run.sh <==
#!/bin/bash
# OpenROAD 26Q1-2900-gdf79404cd8, Yosys 0.63+post, stock flow scripts
make -C /OpenROAD-flow-scripts/flow DESIGN_CONFIG=/design/flow/config.mk WORK_HOME=/design/flow/orfs finish
==> flow/config.mk <==
export PLATFORM = sky130hd
export DESIGN_NAME = soft_i2c_slave_ahb
export DESIGN_NICKNAME = soft_i2c_slave_ahb
export VERILOG_FILES = /design/flow/design.v
export SDC_FILE = /design/flow/constraint.sdc
export NUM_CORES = 4
export LEC_CHECK = 1
export CORE_UTILIZATION = 40
==> flow/constraint.sdc <==
current_design soft_i2c_slave_ahb

set clk_period 10.5
set clk_io_pct 0.2

create_clock -name clk0 -period $clk_period [get_ports {clk_i}]

set non_clock_inputs [all_inputs -no_clocks]
set_input_delay [expr $clk_period * $clk_io_pct] -clock clk0 $non_clock_inputs
set_output_delay [expr $clk_period * $clk_io_pct] -clock clk0 [all_outputs]
==> COMMIT_EDITMSG <==
Refresh implementation metrics

- In the synthesized netlist the dominant register cell turns out to be edfxtp_1.
- Synth Register Bits: 368
- The flow halted during synthesis (1_2_yosys).
- The tool reported: "ERROR: Found 32 problems in 'check -assert'".
- Yosys mapped a number of flops with a built-in enable equal to 196.
- The stat command in Yosys gives a chip area of 15100 sq um.
- Summing the sequential cell areas from Yosys gives 67.3% of the chip area.
* Number of unique standard cell types used by synthesis: 73
- In the synthesized netlist the async set-or-reset flop fraction comes to 46.7%.
* Number of cell instances after yosys synthesis: 1050
- Syn. warnings: 2
- The flow did not finish.
-- cell usage after synthesis (all sizes together), types with 5 or more instances --
cell type	number	area, sq um
edfxtp	196	5890
mux2	115	1400
dfrtn	98	2450
dfrtp	73	1830
o21ai	56	284
nand2	52	198
xnor2	50	438
nor2	47	179
a21oi	30	154
nand3	30	163
buf	29	180
inv	28	105
clkbuf	24	91.3
a22oi	22	165
nor3	18	95.1
nand4	15	93.8
nor2b	13	81.3
ha	12	150
a221oi	10	87.6
a31oi	10	62.6
nor4	10	92.6
a22o	8	70.1
o22ai	8	50.1
and2	7	43.8
or3	6	37.5
mux2i	5	50.1
nand2b	5	31.3
nand3b	5	37.5
or4	5	41.3
-- cells by family after synthesis --
| group | after synthesis | synth area share (%) |
|---|---|---|
| xor gates and xnor gates | 54 | 3.12 |
| DFF | 368 | 67.3 |
| adders and majority gates | 13 | 1.06 |
| buffers and inverters | 81 | 2.49 |
| muxes | 123 | 10.0 |
| AOI/OAI and AO/OA | 184 | 8.09 |
| and+or+nand+nor | 227 | 7.91 |
