## flow/config.mk

```make
export PLATFORM = sky130hd
export DESIGN_NAME = soft_i2c_slave
export DESIGN_NICKNAME = soft_i2c_slave
export VERILOG_FILES = /design/flow/design.v
export SDC_FILE = /design/flow/constraint.sdc
export NUM_CORES = 4
export LEC_CHECK = 1
export CORE_UTILIZATION = 30
```

## flow/constraint.sdc

```tcl
current_design soft_i2c_slave

set clk_period 3.6
set clk_io_pct 0.2

create_clock -name clk0 -period $clk_period [get_ports {Clk}]

set non_clock_inputs [all_inputs -no_clocks]
set_input_delay [expr $clk_period * $clk_io_pct] -clock clk0 $non_clock_inputs
set_output_delay [expr $clk_period * $clk_io_pct] -clock clk0 [all_outputs]
```

## flow/design.v

```verilog
module soft_i2c_slave #(
    parameter DEVICE_ADDR = 7'h66
) (
    input wire Clk,    
    input wire Rst_n,  
    input  wire Sclk,     
    input  wire Sda_in,   
    output reg  Sda_oe,   
    output reg  Sda_o,    
    output reg    rw_flag ,  
    output reg    Wr_vld ,  
    output reg   [07:00]Wr_data ,  
    output reg    Rd_vld ,  
    output reg   [07:00]Rd_data    
);
    localparam WR_CTRL_WORD = {DEVICE_ADDR, 1'b0}, RD_CTRL_WORD = {DEVICE_ADDR, 1'b1};
    localparam IDLE = 7'b000_0001,   
    START = 7'b000_0010,   
    JUG_RW = 7'b000_0100,   
    RW_ADDR = 7'b000_1000,   
    WR_DAT = 7'b001_0000,   
    RD_DAT = 7'b010_0000,   
    STOP = 7'b100_0000;   
    reg [07:00] state_c, state_n;   
    reg [10:00] cnt_sclk;   
    reg [10:00] cnt_sdai_h;   
    reg bit_buf;   
    reg	[02:00]	samp_flag		;  
    reg [03:00] cnt_bit;   
    reg [07:00] cnt_byte;   
    reg [03:00] RW_Addr;   
    reg [07:00] data_buf;   
    reg [07:00] memery[15:00];   
    reg [01:00] r_scl, r_sda;   
    wire scl_neg, scl_pos;   
    wire sda_neg, sda_pos;   
    wire idle2start;
    wire start2jug_rw;
    wire jug_rw2rw_addr;
    wire jug_rw2rd_dat;
    wire jug_rw2idle;
    wire rw_addr2wr_dat;
    wire wr_dat2start;   
    wire wr_dat2stop;
    wire rd_dat2stop;
    wire stop2idle;
    always @(posedge Clk or negedge Rst_n) begin
        if (!Rst_n) begin
            r_scl <= 2'b0;
            r_sda <= 2'b0;
        end else begin
            r_scl <= {r_scl[0], Sclk};
            r_sda <= {r_sda[0], Sda_in};
        end
    end   
    assign scl_neg = r_scl == 2'b10;
    assign scl_pos = r_scl == 2'b01;
    assign sda_neg = r_sda == 2'b10;
    assign sda_pos = r_sda == 2'b01;
    always @(posedge Clk or negedge Rst_n) begin
        if (!Rst_n) begin
            state_c <= IDLE;
        end else begin
            state_c <= state_n;
        end
    end
    always @(*) begin
        case (state_c)
            IDLE: begin
                if (idle2start) begin
                    state_n = START;
                end else begin
                    state_n = IDLE;
                end
            end
            START: begin
                if (start2jug_rw) begin   
                    state_n = JUG_RW;
                end else begin
                    state_n = START;
                end
            end
            JUG_RW: begin
                if (jug_rw2rw_addr) begin
                    state_n = RW_ADDR;
                end else if (jug_rw2rd_dat) begin
                    state_n = RD_DAT;
                end else if (jug_rw2idle) begin   
                    state_n = IDLE;
                end else begin
                    state_n = JUG_RW;
                end
            end
            RW_ADDR: begin
                if (rw_addr2wr_dat) begin
                    state_n = WR_DAT;
                end else begin
                    state_n = RW_ADDR;
                end
            end
            WR_DAT: begin
                if (wr_dat2start) begin   
                    state_n = START;
                end else if (wr_dat2stop) begin
                    state_n = STOP;
                end else begin
                    state_n = WR_DAT;
                end
            end
            RD_DAT: begin
                if (rd_dat2stop) begin
                    state_n = STOP;
                end else begin
                    state_n = RD_DAT;
                end
            end
            STOP: begin
                if (stop2idle) begin
                    state_n = IDLE;
                end else begin
                    state_n = STOP;
                end
            end
            default: begin
                state_n = IDLE;
            end
        endcase
    end
    assign idle2start = state_c == IDLE && (sda_neg && Sclk);  
    assign start2jug_rw = state_c == START && (scl_pos);   
    assign jug_rw2rw_addr = state_c == JUG_RW && (cnt_bit == 4'd8 && samp_flag == 3'd1 && data_buf == WR_CTRL_WORD);
    assign jug_rw2rd_dat = state_c == JUG_RW && (cnt_bit == 4'd8 && samp_flag == 3'd1 && data_buf == RD_CTRL_WORD);
    assign jug_rw2idle = state_c == JUG_RW && (cnt_bit == 4'd8 && samp_flag == 3'd1 && data_buf != WR_CTRL_WORD && data_buf != RD_CTRL_WORD);
    assign rw_addr2wr_dat = state_c == RW_ADDR && (cnt_bit == 4'd8 && scl_neg);
    assign wr_dat2start = state_c == WR_DAT && (Sclk && sda_neg);  
    assign wr_dat2stop = state_c == WR_DAT && (Sclk && sda_pos);
    assign rd_dat2stop = state_c == RD_DAT && (cnt_bit == 4'd8 && Sclk && Sda_in);   
    assign stop2idle = state_c == STOP && (Sclk && Sda_in && cnt_sclk >= 11'd50);   
    always @(posedge Clk or negedge Rst_n) begin
        if (!Rst_n) begin
            rw_flag <= 1'b0;
        end else if (state_c == RD_DAT) begin
            rw_flag <= 1'b1;
        end else begin
            rw_flag <= 1'b0;
        end
    end   
    always @(posedge Clk or negedge Rst_n) begin
        if (!Rst_n) begin
            cnt_sclk   <= 'd0;
            cnt_sdai_h <= 'd0;
        end else if (state_c == IDLE || state_c == START) begin
            cnt_sclk   <= 'd0;
            cnt_sdai_h <= 'd0;
        end  
    else if (state_c == JUG_RW || state_c == RW_ADDR 
           || state_c == WR_DAT  ) begin
            if (scl_pos) begin   
                cnt_sclk   <= 'd0;
                cnt_sdai_h <= 'd0;
            end else if (Sclk) begin   
                cnt_sclk <= cnt_sclk + 11'd1;
                if (Sda_in) begin
                    cnt_sdai_h <= cnt_sdai_h + 11'd1;
                end
            end else begin
                cnt_sclk   <= cnt_sclk;
                cnt_sdai_h <= cnt_sdai_h;
            end
        end else if (state_c == STOP) begin
            cnt_sclk <= cnt_sclk + 11'd1;
        end else begin
            cnt_sclk <= 'd0;
        end
    end   
    always @(posedge Clk or negedge Rst_n) begin
        if (!Rst_n) begin
            samp_flag <= 3'd0;
        end else if (scl_pos) begin
            samp_flag <= 3'd0;
        end else if (samp_flag == 3'd7) begin
            samp_flag <= 3'd7;
        end else if (cnt_sclk != 0 && ~Sclk) begin
            samp_flag <= samp_flag + 3'd1;
        end else begin
            samp_flag <= samp_flag;
        end
    end   
    always @(posedge Clk or negedge Rst_n) begin
        if (!Rst_n) begin
            cnt_bit <= 4'd0;
        end else if (state_c == IDLE || state_c == START || state_c == STOP) begin
            cnt_bit <= 4'd0;
        end else if (state_c != IDLE && state_c != START && state_c != STOP) begin
            if (cnt_bit == 4'd8 && scl_neg) begin
                cnt_bit <= 4'd0;
            end else if (scl_neg) begin
                cnt_bit <= cnt_bit + 4'd1;
            end
        end else begin
            cnt_bit <= cnt_bit;
        end
    end   
    always @(posedge Clk or negedge Rst_n) begin
        if (!Rst_n) begin
            cnt_byte <= 5'd0;
        end else if (state_c == IDLE || state_c == START || state_c == STOP) begin
            cnt_byte <= 5'd0;
        end else if ((state_c == WR_DAT || state_c == RD_DAT) && (cnt_bit == 4'd8 && scl_neg)) begin
            cnt_byte <= cnt_byte + 5'd1;
        end else begin
            cnt_byte <= cnt_byte;
        end
    end   
    always @(posedge Clk or negedge Rst_n) begin
        if (!Rst_n) begin
            Sda_o <= 1'b0;
            Sda_oe <= 1'b0;
            Wr_vld <= 1'b0;
            Wr_data <= 8'd0;
            Rd_vld <= 1'b0;
            Rd_data <= 8'd0;
            data_buf <= 8'd0;
            RW_Addr <= 4'd0;
            bit_buf <= 1'b0;
        end else begin
            case (state_c)
                IDLE: begin
                    Sda_o <= 1'b0;
                    Sda_oe <= 1'b0;
                    Wr_vld <= 1'b0;
                    Wr_data <= 8'd0;
                    Rd_vld <= 1'b0;
                    data_buf <= 8'd0;
                    bit_buf <= 1'b0;
                end
                JUG_RW: begin
                    if (cnt_bit == 4'd7 && scl_neg) begin
                        Sda_o  <= 1'b0;
                        Sda_oe <= 1'b1;   
                    end else if (cnt_bit == 4'd8 && scl_neg) begin
                        if (data_buf == RD_CTRL_WORD) begin
                            Sda_o <= 1'b0;
                            Sda_oe <= 1'b1;   
                        end else begin
                            Sda_o  <= 1'b0;
                            Sda_oe <= 1'b0;   
                        end
                    end else if (cnt_bit <= 4'd8) begin   
                        if (cnt_sdai_h != cnt_sclk) begin
                            bit_buf <= 1'b0;
                        end else begin
                            bit_buf <= 1'b1;
                        end
                    end
                    if (scl_neg && cnt_bit < 4'd8) begin
                        data_buf <= {data_buf[6:0], bit_buf};
                    end else begin
                        data_buf <= data_buf;
                    end
                end
                RW_ADDR: begin
                    if (cnt_bit == 4'd7 && scl_neg) begin
                        Sda_oe <= 1'b1;   
                        Sda_o  <= 1'b0;
                    end else if (cnt_bit == 4'd8 && scl_neg) begin
                        Sda_oe  <= 1'b0;   
                        Sda_o   <= 1'b0;
                        RW_Addr <= data_buf[3:0];   
                    end else if (cnt_bit <= 4'd8) begin   
                        if (cnt_sdai_h == cnt_sclk) begin
                            bit_buf <= 1'b1;
                        end else begin
                            bit_buf <= 1'b0;
                        end
                    end
                    if (scl_neg && cnt_bit < 4'd8) begin
                        data_buf <= {data_buf[6:0], bit_buf};
                    end else begin
                        data_buf <= data_buf;
                    end
                end
                WR_DAT: begin
                    if (cnt_bit == 4'd7 && scl_neg) begin
                        Sda_oe <= 1'b1;   
                        Sda_o  <= 1'b0;
                    end else if (cnt_bit == 4'd8 && scl_neg) begin
                        Sda_oe <= 1'b0;   
                        Sda_o <= 1'b0;
                        RW_Addr <= RW_Addr + 4'd1;   
                        Wr_vld <= 1'b1;
                        memery[RW_Addr] <= data_buf;   
                        Wr_data <= data_buf;
                    end else if (cnt_bit <= 4'd8) begin   
                        if (cnt_sdai_h == cnt_sclk) begin
                            bit_buf <= 1'b1;
                        end else begin
                            bit_buf <= 1'b0;
                        end
                    end
                    if (scl_neg && cnt_bit < 4'd8) begin
                        data_buf <= {data_buf[6:0], bit_buf};
                    end else begin
                        Wr_vld   <= 1'b0;
                        data_buf <= data_buf;
                    end
                end
                RD_DAT: begin
                    data_buf <= memery[RW_Addr];
                    Rd_data  <= data_buf;   
                    if (cnt_bit == 4'd7 && scl_neg) begin
                        Sda_oe <= 1'b0;   
                        Sda_o  <= 1'b0;
                    end else if (cnt_bit == 4'd8 && scl_neg) begin
                        Sda_oe <= 1'b1;   
                        RW_Addr  <= RW_Addr + 4'd1;   
                        cnt_byte <= cnt_byte + 5'd1;
                        Rd_vld <= 1'b1;
                    end else if (~Sclk && cnt_bit < 4'd8) begin   
                        Sda_oe <= 1'b1;
                        Sda_o  <= data_buf[7-cnt_bit];
                    end else begin
                        Rd_vld <= 1'b0;
                    end
                end
                default: ;
            endcase
        end
    end   
endmodule
```

## flow/run.sh

```bash
#!/bin/bash
# OpenROAD 26Q1-2900-gdf79404cd8, Yosys 0.63+post, stock flow scripts
make -C /OpenROAD-flow-scripts/flow DESIGN_CONFIG=/design/flow/config.mk WORK_HOME=/design/flow/orfs finish
```

==> Changelog: implementation <==
### Physical design

* Period minus WS final at 2840 ps
* Area of the core at 29700 um2
* P per Cell Area at 703 nW/um2
* Crit path launch type: register
* Mapped Cells at 746
* Worst Setup SP: cnt_bit[0]$_DFFE_PN0P_
* Pre-Repair DR Iteration Count at 6
* Flops & latches, synth at 202
* Worst EP required at about 3800 ps
* IO buf count at 24
* Ant diodes at 0
* Fin. max-slew vios at 0
* Syn Area/Cell at between 10 and 15 um2
* Post-CTS Resized at 0
* CP bufs+invs at 2
* Main area contributors: edfxtp_1, dfrtp_1, o21ai_0, nand2_1, nor2_1
* Area Growth Syn to Fin at 16.2%
* Reg2reg path depth at 8
* RD Place Congestion at 0.958
* Design area at approximately 11000 um2
* Number of post-CTS setup repair buffers at 0
* Pre-Place Util at 30.5%
* Cycle use final at 79.0%
* Final ANT Viol Nets at 0
* P_leak at 0.00379 uW
* Final Core Density at ~35%
* Top Ports at 25
* Yosys Instances at 746
* H-tree levels at 1
* Setup TNS at 0 ps
* DP HPWL at about 15 mm
* Final-report hold violation count at 0
* DR DRC count at 0
* Area after DPL at between 9000 and 10000 um2
* Clock slew at reported path FFs at around 60 ps
* Levels on crit path at 8
* Slowest cell on crit path: nor3b_1
* RSZ-0062 raised after global routing: no
* Unique cell types at 66
* Post-synth top area share at 42.4%
* Sink Count at 202
* Warnings from Yosys at 2
* Largest net degree at the start of global routing at 55
* Late-Pin Clk Latency at about 500 ps
* Fin Clk Skew at 18.0 ps
* Worst Path Class, Setup: register to register
* # hold bufs at CTS at 0
* Worst Setup End Kind: register
* Tool warnings at 32
* Flop2flop setup slack at 760 ps
* Yosys top cell by area: edfxtp_1
* EDFF count, synth at 128
* CP Data Arrival Time at 3060 ps
* Fmax at 352 MHz
* Worst VDD drop at 0.000465 V
* Vert. Die Dim at 176 um
* Total Wirelength at 23.1 mm
* Crit-path cells: inv_1, ha_1, nand3b_1, nor3_4, and2_1, nand2_1, nor3b_1, buf_4
* Worst min path class: primary input to async pin
* Total CTS buffers at 21
* Die area at between 30000 and 40000 um2
* TritonCTS clock tree: done
* Crit path capture: memery[11][6]$_DFFE_PP_
* Max Cap Viol at 0
* Worst slew pin tran at 803 ps
* Vias at 6185
* First-pass GRT wire length at around 36 mm
* Post-synth ARST share at 36.6%
* DIE WIDTH at 176 um
* Post-Syn Area at 9060 um2
* Worst Path Max Fanout at 10
* GRT Util Overall at 16.0%
* Run status: finished clean
* Remaining Overflow, GRT at 0
* Clock Tree Root: clkbuf_16
* Crit-path max cell delay at between 500 and 600 ps
* Relative slew slack at 46.3%
* Clock Path Buffers at 3
* Yosys Chip Area at 9060 um2
* Antenna violations before repair at 0
* Seq share, synth at between 60% and 70%
* Placement Rows at 63
* Avg WL per Cell at 19.5 um
* Fraction of layout cells with a size suffix above 1 at a little under an eighth
* RR Startpoint: cnt_bit[0]$_DFFE_PN0P_
* Critical R2R Capture: memery[11][6]$_DFFE_PP_
* Iter 0 DRT Violations at 548
* Dominant register cell: edfxtp_1
* Final setup vio count at 0
* CP top delay family: simple AND/OR/NAND/NOR gates
* Via/cell ratio at about 5.2
* Vias in the first global route at 6140
## state kept, by name, indices dropped and copies added, names as in the netlist, 2 cells and up
signal	flops
cnt_bit	4
cnt_sclk	11
r_sda	2
r_scl	2
RW_Addr	4
memery	128
samp_flag	3
Rd_data	8
state_c	7
data_buf	8
cnt_sdai_h	11
Wr_data	8
## metrics by stage
step / hold slack [ps] / power (uW) / setup slack (ps) / std cells
finish: 114 / 7400 / 757 / 1188
global route: 136 / 7750 / 530 / 1188
CTS: 120 / 7440 / 791 / 1188
detailed placement: 390 / 5190 / 812 / 1151
global placement: 383 / 5190 / 906 / 1151
floorplan: 352 / 4380 / 935 / 746
## cells in the final DEF, fill, tap and decap left out, types with 8 or more instances in the layout
cell / n
inv_1: 20
mux2_2: 10
ha_1: 12
a22o_1: 18
nor3_1: 13
buf_4: 34
dfrtp_1: 73
clkbuf_16: 21
o211ai_1: 8
nor4_1: 8
a22oi_1: 18
clkdlybuf4s50_1: 23
nand2_1: 76
o21ai_0: 65
xor2_1: 15
edfxtp_1: 128
a21oi_1: 27
mux2i_1: 13
nand3_1: 27
nor2_1: 47
## cell type report
class | instances | area (um2)
clock buffers | 28 | 592
multi-input cells | 482 | 3080
inverters | 20 | 75.1
well taps | 390 | 488
flip-flops and latches | 202 | 5700
clock inverters | 9 | 120
repair buffers | 57 | 485
fillers | 2794 | 19200
## worst min-delay path by stage
stage | from | end | cells after the start
after CTS | Rst_n | cnt_sclk[2]$_DFFE_PN0P_ | 1
after global routing | Rst_n | cnt_sclk[2]$_DFFE_PN0P_ | 1
final | Rst_n | cnt_sclk[2]$_DFFE_PN0P_ | 1
## logic make-up after synthesis
logic type / synth area share, %
buf+inv: 3.20
mux: 3.18
simple gates: 12.9
compound gates: 14.0
xor+xnor: 2.21
flops: 62.9
fa+ha+maj: 1.66
## power breakdown
group	switching, uW	internal [uW]	leakage [uW]
clock	875	1360	0.000349
sequential	273	2900	0.00210
combinational	1240	743	0.00134
## cell usage after synthesis, drive strengths merged, types with 7 or more instances
library cell,number
edfxtp,128
nand2,77
dfrtp,73
o21ai,70
nor2,47
a21oi,29
nand3,28
buf,27
inv,20
a22o,18
a22oi,18
xor2,16
clkbuf,15
nor3,15
mux2i,13
ha,12
mux2,10
nor4,8
o211ai,8
a222oi,7
nand3b,7
nor2b,7
## per-layer routing
metal  GRT usage (%)  vias up  routed length (um)
met5               0        -                   0
met3            6.56       35                2300
met1            23.2     2989                9730
met2            23.4      276               10500
li1                -     2885                   -
met4            3.22        0                 562
## worst reg2reg max path: stages, from the launching register on
cell and delay (ps):
dfrtp_1 470, inv_1 100, ha_1 140, nand3b_1 340
nor3_4 280, and2_1 260, nand2_1 200, nor3b_1 540
buf_4 250
Power and IR drop assume default switching activity.
