===== flow/design.v =====
module AHB_master_wrapper (
    input  wire        HCLK,
    input  wire        HRESETN,
    input  wire [31:0] HRDATA,
    input  wire        HREADYOUT,
    input  wire        HRESP,       
    output wire [31:0] HWDATA,      
    output wire [31:0] HADDR,
    output wire [25:0] HADDR_26b,
    output wire [ 2:0] HBURST,
    output wire [ 2:0] HSIZE,       
    output wire        HWRITE,      
    output wire [ 1:0] HTRANS,      
    output wire        HMASTLOCK,   
    output wire [ 3:0] HPROT,
    output wire        HREADY,
    output wire        HSEL,        
    input  wire [31:0] ahb_waddr_i,
    input  wire [31:0] ahb_raddr_i,
    input  wire        r_valid_i,
    input  wire        w_valid_i,
    input  wire [31:0] ahb_wdata_i,
    output wire [31:0] ahb_rdata_o
);
    wire [31:0] ahb_HRDATA;
    wire [31:0] ahb_HWDATA;
    wire [31:0] ahb_HADDR;
    wire [ 2:0] ahb_HBURST;
    wire [ 2:0] ahb_HSIZE;
    wire [ 1:0] ahb_HTRANS;
    wire [ 3:0] ahb_HPROT;
    wire [31:0] r_HRDATA;
    wire [31:0] r_HWDATA;
    wire [31:0] r_HADDR;
    wire [ 2:0] r_HBURST;
    wire [ 2:0] r_HSIZE;
    wire [ 1:0] r_HTRANS;
    wire [ 3:0] r_HPROT;
    wire [31:0] addr;
    wire        read;
    genvar i;
    generate
        for (i = 0; i < 32; i = i + 1) begin
            assign r_HRDATA[i] = HRDATA[31-i];
            assign r_HWDATA[i] = ahb_HWDATA[31-i];
            assign r_HADDR[i]  = ahb_HADDR[31-i];
        end
    endgenerate
    genvar j;
    generate
        for (j = 0; j < 3; j = j + 1) begin
            assign r_HBURST[j] = ahb_HBURST[2-j];
            assign r_HSIZE[j]  = ahb_HSIZE[2-j];
        end
    endgenerate
    genvar k;
    generate
        for (k = 0; k < 4; k = k + 1) begin
            assign r_HPROT[k] = ahb_HPROT[3-k];
        end
    endgenerate
    assign r_HTRANS[0] = ahb_HTRANS[1];
    assign r_HTRANS[1] = ahb_HTRANS[0];
    assign ahb_HRDATA = (1'b1) ? r_HRDATA : HRDATA;
    assign HWDATA = (1'b1) ? r_HWDATA : ahb_wdata_i;
    assign HADDR = (1'b1) ? r_HADDR : ahb_HADDR;
    assign HBURST = (1'b1) ? r_HBURST : ahb_HBURST;
    assign HSIZE = (1'b1) ? r_HSIZE : ahb_HSIZE;
    assign HTRANS = (1'b1) ? r_HTRANS : ahb_HTRANS;
    assign HPROT = (1'b1) ? r_HPROT : ahb_HPROT;
    assign HADDR_26b = HADDR[31-:26];
    assign addr = (r_valid_i===1'b1)?ahb_raddr_i:(w_valid_i===1'b1)?ahb_waddr_i:32'hzzzzzzzz;
    assign read = (r_valid_i === 1'b1) ? 1'b1 : (w_valid_i === 1'b1) ? 1'b0 : 1'bz;
    AHB_master u_AHB_master (
        .HCLK     (HCLK),
        .HRESETN  (HRESETN),
        .HRDATA   (ahb_HRDATA),
        .HREADYOUT(HREADYOUT),
        .HRESP    (HRESP),
        .HWDATA   (ahb_HWDATA),
        .HADDR    (ahb_HADDR),
        .HBURST   (ahb_HBURST),
        .HSIZE    (ahb_HSIZE),
        .HWRITE   (HWRITE),
        .HTRANS   (ahb_HTRANS),
        .HMASTLOCK(HMASTLOCK),
        .HPROT    (ahb_HPROT),
        .HREADY   (HREADY),
        .HSEL     (HSEL),
        .addr     (addr),
        .read     (read),
        .w_data   (ahb_wdata_i),
        .r_data   (ahb_rdata_o)
    );
endmodule
module AHB_master (
    input  wire        HCLK,
    input  wire        HRESETN,
    input  wire [31:0] HRDATA,
    input  wire        HREADYOUT,
    input  wire        HRESP,       
    output reg  [31:0] HWDATA,
    output reg  [31:0] HADDR,
    output wire [ 2:0] HBURST,      
    output wire [ 2:0] HSIZE,       
    output reg         HWRITE,
    output reg  [ 1:0] HTRANS,
    output wire        HMASTLOCK,   
    output wire [ 3:0] HPROT,       
    output wire        HREADY,      
    output wire        HSEL,        
    input  wire [31:0] addr,
    input  wire        read,
    input  wire [31:0] w_data,
    output reg  [31:0] r_data
);
    assign HPROT = 4'b0000;
    assign HSIZE = 3'b010;
    assign HBURST = 3'b000;
    assign HMASTLOCK = 1'b0;
    assign HREADY = 1'b0;
    assign HSEL = 1'b0;
    localparam AHB_FSM_IDLE = 3'h0;
    localparam AHB_FSM_WAIT_PHASE = 3'h1;
    localparam AHB_FSM_W_ADDRESS_PHASE = 3'h2;
    localparam AHB_FSM_W_DATA_PHASE = 3'h3;
    localparam AHB_FSM_R_ADDRESS_PHASE = 3'h4;
    localparam AHB_FSM_R_DATA_PHASE = 3'h5;
    localparam AHB_HTRANS_IDLE = 3'h0;
    localparam AHB_HTRANS_BUSY = 3'h1;
    localparam AHB_HTRANS_NONSEQ = 3'h2;
    localparam AHB_HTRANS_SEQ = 3'h3;
    reg [31:0] w_data_last;
    reg [ 2:0] fsm_ahb;
    always @(posedge HCLK or negedge HRESETN) begin
        if (!HRESETN) begin
            HADDR <= 32'b0;
            HWDATA <= 32'b0;
            HWRITE <= 1'b1;
            HTRANS <= AHB_HTRANS_IDLE;
            fsm_ahb <= AHB_FSM_WAIT_PHASE;
            w_data_last <= 32'b0;
        end else begin
            case (fsm_ahb)
                AHB_FSM_IDLE: begin
                    HADDR   <= 32'b0;
                    HWDATA  <= 32'b0;
                    HWRITE  <= 1'b0;
                    HTRANS  <= AHB_HTRANS_IDLE;
                    fsm_ahb <= AHB_FSM_WAIT_PHASE;
                end
                AHB_FSM_WAIT_PHASE: begin
                    HADDR  <= HADDR;
                    HWDATA <= HWDATA;
                    HWRITE <= HWRITE;
                    HTRANS <= AHB_HTRANS_IDLE;
                    if (HREADYOUT) begin
                        if (read) begin
                            HWRITE  <= 1'b0;
                            fsm_ahb <= AHB_FSM_R_ADDRESS_PHASE;
                        end else begin
                            HWRITE <= 1'b1;
                            fsm_ahb <= AHB_FSM_W_ADDRESS_PHASE;
                            w_data_last <= w_data;
                        end
                    end else begin
                        fsm_ahb <= fsm_ahb;
                    end
                end
                AHB_FSM_R_ADDRESS_PHASE: begin
                    HADDR   <= addr;
                    HWDATA  <= HWDATA;
                    HWRITE  <= 1'b0;
                    HTRANS  <= AHB_HTRANS_NONSEQ;
                    fsm_ahb <= AHB_FSM_R_DATA_PHASE;
                end
                AHB_FSM_R_DATA_PHASE: begin
                    if (HREADYOUT) begin
                        HADDR   <= HADDR;
                        HWDATA  <= HWDATA;
                        HWRITE  <= 1'b1;
                        HTRANS  <= AHB_HTRANS_IDLE;
                        r_data  <= HRDATA;
                        fsm_ahb <= AHB_FSM_WAIT_PHASE;
                    end else begin
                        fsm_ahb <= fsm_ahb;
                    end
                end
                AHB_FSM_W_ADDRESS_PHASE: begin
                    HADDR   <= addr;
                    HWDATA  <= HWDATA;
                    HWRITE  <= HWRITE;
                    HTRANS  <= AHB_HTRANS_NONSEQ;
                    fsm_ahb <= AHB_FSM_W_DATA_PHASE;
                end
                AHB_FSM_W_DATA_PHASE: begin
                    HADDR   <= HADDR;
                    HWDATA  <= w_data;
                    HWRITE  <= HWRITE;
                    HTRANS  <= AHB_HTRANS_IDLE;
                    fsm_ahb <= AHB_FSM_WAIT_PHASE;
                end
                default: begin
                    HWRITE  <= 1'b0;
                    HTRANS  <= AHB_HTRANS_IDLE;
                    fsm_ahb <= AHB_FSM_WAIT_PHASE;
                end
            endcase
        end
    end
endmodule

===== flow/run.sh =====
#!/bin/bash
# OpenROAD 26Q1-2900-gdf79404cd8, Yosys 0.63+post, stock flow scripts
make -C /OpenROAD-flow-scripts/flow DESIGN_CONFIG=/design/flow/config.mk WORK_HOME=/design/flow/orfs finish

===== flow/config.mk =====
export PLATFORM = sky130hd
export DESIGN_NAME = AHB_master_wrapper
export DESIGN_NICKNAME = AHB_master_wrapper
export VERILOG_FILES = /design/flow/design.v
export SDC_FILE = /design/flow/constraint.sdc
export NUM_CORES = 4
export LEC_CHECK = 1
export CORE_AREA = 10 10 161 161
export DIE_AREA = 0 0 171 171

===== flow/constraint.sdc =====
current_design AHB_master_wrapper

set clk_period 2.1
set clk_io_pct 0.2

create_clock -name clk0 -period $clk_period [get_ports {HCLK}]

set non_clock_inputs [all_inputs -no_clocks]
set_input_delay [expr $clk_period * $clk_io_pct] -clock clk0 $non_clock_inputs
set_output_delay [expr $clk_period * $clk_io_pct] -clock clk0 [all_outputs]

==> ci_impl_report.md <==
### Metrics collected by this job

| Metric | Value |
|---|---|
| Outcome | `finished clean` |
| Clk Latency, worst-skew pair | `360 ps` |
| Slowest CP cell | `dfstp_2` |
| Fmax achieved | `0.557 GHz` |
| Die width | `171 um` |
| Gr usage total | `0.0906` |
| TritonRoute pass-1 iters | `3` |
| Die span in y | `171 um` |
| Final TNS setup | `0 ps` |
| Post-route cell area | `0.00724 mm^2` |
| Post-CTS Setup Bufs | `0` |
| Hpwl dp | `10,900 um` |
| Tcrit/Tclk final | `0.856` |
| Async set-reset flop share out of synthesis | `0.689` |
| MUX share of area | `0.160` |
| Antenna Violating Nets Remaining | `0` |
| Sw Share | `0.244` |
| Rel. slew slack | `0.527` |
| Critical path startpoint category | `register` |
| Ant diodes | `0` |
| Flop-to-flop setup slack | `550 ps` |
| Flops out of synthesis | `103` |
| NetSw | `1.85 mW` |
| Sequential share of the synthesized area | `0.636` |
| Residual DRC count | `0` |
| FP Rows | `55` |
| Vias/cell | `3.84` |
| Peak fanout along the critical path | `2` |
| Worst reg2reg endpoint | `u_AHB_master.HADDR[24]` |
| XOR Share, Synth | `0` |
| Clock network fraction of total power | `0.234` |
| Worst path arrival time | `1380 ps` |
| Post-Syn Area | `0.00431 mm^2` |
| Area after DPL | `0.00693 mm^2` |
| Via count | `3,164` |
| First-pass GRT wire length | `20,200 um` |
| Worst clock skew | `12.0 ps` |
| Hold Path Class | `in2async` |
| Pins over their slew limit | `0` |
| Logic pwr share | `0.352` |
| Core area | `0.0226 mm^2` |
| RePlAce Congestion | `0.775` |
| Crit Path Class | `reg2out` |
| Max-Cap Viols | `0` |
| Clock tree buffer depth | `2` |
| Initial antenna violation count | `0` |
| Worst Reg2Reg Path Length in Cells | `3` |
| GR Overflow Total | `0` |
| Distinct cells, synth | `24` |
| CTS tree | `yes` |
| Cell Int Power | `5.72 mW` |
| Hold buffers post-CTS | `0` |
| Initial DRC Count | `136` |
| Number of OpenROAD warnings | `27` |
| CP Cell Sequence | `clkdlybuf4s50_1` |
| Mapped Cells | `308` |
| CTS clk-pin slew, worst paths | `80 ps` |
| # fillers | `2,281` |
| Maximum vdd drop | `0.397 mV` |
| RSZ-0062 raised after global routing | `false` |
| CTS H-tree depth | `3` |
| Chip area in the Yosys report | `0.00431 mm^2` |
| Post-cts sizing count | `0` |
| Synth warn | `3` |
| CP Buf/Inv Count | `1` |
| Yosys aoi share | `0.0519` |
| Non-filler cells, final | `825` |
| CTS Sinks | `103` |
| DR WL/cell | `17.2 um` |
| Syn Area/Cell | `14.0 um^2` |
| Leading area contributor after synthesis | `dfrtp_1` |
| Count of final setup violators | `0` |
| Top Ports | `272` |
| Yosys simple share | `0.0493` |
| Minimum clock period | `1800 ps` |
| Sequential power share | `0.414` |
| Worst stage delay on the critical path | `530 ps` |
| Largest net degree at the start of global routing | `72` |
| Multi-input gate area | `0.00118 mm^2` |
| PortBufs | `255` |
| Root Buffer | `clkbuf_16` |
| Cells after DPL | `809` |
| Dominant cell area share | `0.400` |
| Worst Path Required | `1680 ps` |
| CP Capture Type | `output pin` |
| Largest logic family | `multiplexers` |
| Final hold violations | `0` |
| TritonCTS buffer count | `9` |
| Slew @ Worst Pin | `710 ps` |
| Cell with the most instances after synthesis | `dfrtp_1` |
| Adder Share, Synth | `0` |
| P&R area growth vs syn | `68.0%` |
| Flip-flops with a built-in enable | `32` |
| Cell count in the Yosys report | `308` |
| Die area | `0.0292 mm^2` |
| Share of layout cells above drive strength 1 | `0.133` |
| Leak | `2.86 nW` |
| Vias in the first global route | `3,300` |
| Pwr dens | `1040 mW/mm^2` |
| Top cells, area | `dfrtp_1, edfxtp_1, mux2_2` |
| Reg-to-Reg Start | `u_AHB_master.fsm_ahb[1]` |
| Synth top cells by count | `dfrtp_1, buf_4, mux2_2` |
| WL final | `14,200 um` |
| Top_reg_cell synth | `dfrtp_1` |
| FP Util | `0.191` |
| Worst path top cell family by delay | `flip-flops` |
| Sequential cell area | `0.00274 mm^2` |
[power by group through the flow]
stage	combinational (mW)	clock [mW]	sequential, mW
CTS	2.75	1.85	3.15
global route	2.92	1.93	3.25
finish	2.66	1.77	3.13
[worst max-delay path by stage]
stage	end	slack [ps]	depth (start not counted)	start
6_report	HWRITE	300	1	u_AHB_master.HWRITE
5_1_grt	HWRITE	260	1	u_AHB_master.HWRITE
4_1_cts	HWRITE	270	1	u_AHB_master.HWRITE
[layout by cell type (no fill, tap or decap), types with 2 or more instances in the layout]
| master | n |
|---|---|
| a21oi_2 | 10 |
| edfxtp_1 | 32 |
| inv_6 | 2 |
| nand2b_1 | 2 |
| buf_4 | 7 |
| dfrtp_1 | 69 |
| nor3_1 | 32 |
| dfstp_2 | 2 |
| buf_12 | 3 |
| clkdlybuf4s50_1 | 253 |
| mux2_2 | 33 |
| conb_1 | 14 |
| mux2i_1 | 32 |
| and3_1 | 2 |
| a21oi_1 | 23 |
| clkbuf_16 | 9 |
[logic make-up after synthesis]
kind of cell,count (synthesis)
other cells,2
simple gates,41
compound gates,36
flops,103
buf+inv,61
mux,65
[routing by layer]
metal / GRT usage / up-vias / wire (um)
met2: 0.140 / 168 / 6370
met4: 0.00983 / 0 / 145
met5: 0 / - / 0
met1: 0.122 / 1497 / 6010
li1: - / 1490 / -
met3: 0.0373 / 9 / 1630
[through the flow]
step,power [mW],hold slack [ps],utilization,worst slack [ps]
finish,7.56,67.9,0.321,303
global placement,5.89,489,0.307,314
CTS,7.75,97.7,0.321,270
detailed placement,5.91,491,0.307,281
floorplan,3.93,124,-,450
global route,8.10,95.7,0.321,265
[cell type report]
cell class                      count  area share
Clock buffer                        9      0.0311
Clock inverter                      7      0.0119
Inverter                            1    0.000518
Multi-Input combinational cell    156       0.163
Sequential cell                   103       0.378
Tap cell                          285      0.0492
Timing Repair Buffer              264       0.366
[state kept, by name (all words and copies together) (netlist names)]
register,flops
u_AHB_master.HWDATA,32
u_AHB_master.HWRITE,1
u_AHB_master.r_data,32
u_AHB_master.HADDR,32
u_AHB_master.fsm_ahb,5
u_AHB_master.HTRANS,1
Power figures rest on the tool's default switching activity, not on a simulated workload.
